==> design.v <==
module slave_wishbone #(
parameter int ADDR_WIDTH = 4,
parameter int DATA_WIDTH = 32,
parameter int SEL_WIDTH  = DATA_WIDTH/8
)(
input  logic rst_i,
input  logic clk_i,
input  logic [ADDR_WIDTH-1:0] addr_i,
input  logic [DATA_WIDTH-1:0] data_i,
input  logic we_i,
input  logic [SEL_WIDTH-1:0] sel_i,
input  logic stb_i,
input  logic cyc_i,
input  logic [2:0] cti_i,
input logic tag_add_i,
output logic ack_o,
output logic err_o,
output logic [DATA_WIDTH-1:0] data_o,
output logic [ADDR_WIDTH-1:0] counter_out
);
logic [DATA_WIDTH-1:0] mem [0:(2**ADDR_WIDTH)-1] = '{default: '0};
logic [ADDR_WIDTH-1:0] counter = {ADDR_WIDTH{1'b0}};
assign counter_out = counter;
always_ff @(posedge clk_i or posedge rst_i) begin
    if (rst_i) begin
        ack_o   <= 1'b0;
        err_o   <= 1'b0;
        data_o  <= {DATA_WIDTH{1'b0}};
        counter <= {ADDR_WIDTH{1'b0}};
    end 
    else begin
        if (stb_i & cyc_i & we_i) begin
            if (cti_i == 3'b001 | cti_i == 3'b000) begin
                if ((addr_i + counter) > 8) begin
                err_o <= 1'b1;
                ack_o <= 1'b0;
                end             
                else begin
                    for (int i = 0; i < SEL_WIDTH; i++) begin
                        if (sel_i[i] == 1'b1) begin
                            mem[addr_i][(i+1)*(DATA_WIDTH/SEL_WIDTH)-1 -: (DATA_WIDTH/SEL_WIDTH)] <= data_i[(i+1)*(DATA_WIDTH/SEL_WIDTH)-1 -: (DATA_WIDTH/SEL_WIDTH)];
                        end
                    end
                ack_o <= ( stb_i & cyc_i) ;
                err_o <= 1'b0;
                data_o <= {DATA_WIDTH{1'b0}};
                end 
            end
            else if (cti_i == 3'b010) begin
                if ((addr_i + counter) > 8) begin
                err_o <= 1'b1;
                ack_o <= 1'b0;
                counter <= counter + 1;
                end 
                else begin
                    counter <= counter + 1;
                    for (int i = 0; i < SEL_WIDTH; i++) begin
                        if (sel_i[i] == 1'b1) begin
                            mem[addr_i + counter][(i+1)*(DATA_WIDTH/SEL_WIDTH)-1 -: (DATA_WIDTH/SEL_WIDTH)] <= data_i[(i+1)*(DATA_WIDTH/SEL_WIDTH)-1 -: (DATA_WIDTH/SEL_WIDTH)];
                        end
                    end
                    ack_o <= ( stb_i & cyc_i) ;
                    err_o <= 1'b0;
                    data_o <= {DATA_WIDTH{1'b0}};
                end
            end
        end 
        else if (stb_i & cyc_i & !we_i) begin
            if(tag_add_i) begin
                ack_o <= ( stb_i & cyc_i) ;
                err_o <= 1'b0;
                data_o <= mem[0] + mem[1];
            end
            else if (cti_i == 3'b001 | cti_i == 3'b000) begin
                if ((addr_i + counter) > 8) begin
                err_o <= 1'b1;
                ack_o <= 1'b0;
                end             
                else begin
                data_o <= {DATA_WIDTH{1'b0}};
                    for (int i = 0; i < SEL_WIDTH; i++) begin
                        if (sel_i[i] == 1'b1) begin
                        data_o[(i+1)*(DATA_WIDTH/SEL_WIDTH)-1 -: (DATA_WIDTH/SEL_WIDTH)] <= mem[addr_i][(i+1)*(DATA_WIDTH/SEL_WIDTH)-1 -: (DATA_WIDTH/SEL_WIDTH)];                         
                        end
                    end
                ack_o <= ( stb_i & cyc_i) ;
                err_o <= 1'b0;
                end 
            end 
            else if (cti_i == 3'b010) begin
                if ((addr_i + counter) > 8) begin
                    err_o <= 1'b1;
                    ack_o <= 1'b0;   
                    data_o <= {DATA_WIDTH{1'b0}};
                    counter <= counter + 1;
                end 
                else begin
                    counter <= counter + 1;
                    for (int i = 0; i < SEL_WIDTH; i++) begin
                            if (sel_i[i]) begin
                                data_o[(i+1)*(DATA_WIDTH/SEL_WIDTH)-1 -: (DATA_WIDTH/SEL_WIDTH)] <= mem[addr_i + counter][(i+1)*(DATA_WIDTH/SEL_WIDTH)-1 -: (DATA_WIDTH/SEL_WIDTH)];
                            end
                    end
                    ack_o <= ( stb_i & cyc_i) ;
                    err_o <= 1'b0;                
                end
            end 
        end
        else begin
            ack_o <= 1'b0;
            err_o <= 1'b0;                
            data_o <= {DATA_WIDTH{1'b0}};
        end
    end
end
endmodule
module master_wishbone #(
    parameter int ADDR_WIDTH = 32,
    parameter int DATA_WIDTH = 32,
    parameter int SEL_WIDTH  = DATA_WIDTH/8
)(
    input  logic clk_i,
    input  logic rst_i,
    input  logic [ADDR_WIDTH-1:0] addr_input,
    output logic [ADDR_WIDTH-1:0] addr_o,
    input  logic [DATA_WIDTH-1:0] data_input,
    output logic [DATA_WIDTH-1:0] data_o,
    input  logic write_enable,
    output logic we_o,
    input  logic [SEL_WIDTH-1:0] sel_input,
    output logic [SEL_WIDTH-1:0] sel_o,
    input  logic strobe,
    output logic stb_o,
    input  logic cyc_input,
    output logic cyc_o,
    input logic [2:0] cti_input,
    output logic [2:0] cti_o,
    input logic tag_add_i,
    output logic tag_add_out2s,
    input  logic [DATA_WIDTH-1:0] data_i,
    output logic [DATA_WIDTH-1:0] data_received,
    input  logic ack_i,
    output logic acknowledgement,
    input logic err_i,
    output logic error,
    output logic [1:0] state_out  
);
typedef enum logic [1:0] {
    IDLE,
    BUS_REQUEST,
    BUS_WAIT
} wishbone_state;
wishbone_state state, next_state;
assign state_out = state;
logic [ADDR_WIDTH-1:0] addr_reg;
logic [DATA_WIDTH-1:0] data_reg;
logic we_reg;
logic [SEL_WIDTH-1:0] sel_reg;
logic stb_reg;
logic cyc_reg;
logic [DATA_WIDTH-1:0] data_received_reg;
logic ack_reg;
logic [2:0] cti_reg;
logic err_reg;
logic tag_add_reg;
assign addr_o = addr_reg;
assign data_o = data_reg;
assign we_o = we_reg;
assign sel_o = sel_reg;
assign stb_o = stb_reg;
assign cyc_o = cyc_reg;
assign cti_o = cti_reg;
assign tag_add_out2s = tag_add_reg;
assign data_received = data_received_reg;
assign acknowledgement = ack_reg;
assign error = err_reg;
always_ff @(posedge clk_i or posedge rst_i) begin
    if (rst_i)
        state <= IDLE;
    else
        state <= next_state;
end
always_comb begin
    case (state) 
        IDLE : begin
            if(cyc_input & strobe) 
                next_state = BUS_REQUEST;
            else 
                next_state = IDLE;
        end
        BUS_REQUEST : begin
            if(cyc_input & !strobe & (((cti_input[2:0] == 3'b001)) | ((cti_input[2:0] == 3'b010))) & (ack_reg|err_reg)) 
                next_state = BUS_WAIT;
            else if (!cyc_input & !strobe & ((cti_input[2:0] == 3'b000)) & (ack_reg|err_reg))
                next_state = IDLE;
            else 
                next_state = BUS_REQUEST;
        end
        BUS_WAIT : begin
            if(cyc_input & strobe & (((cti_input[2:0] == 3'b001)) | ((cti_input[2:0] == 3'b010)))) 
                next_state = BUS_REQUEST;
            else if(!cyc_input & !strobe & (cti_input[2:0] == 3'b111)) 
                next_state = IDLE;
            else 
                next_state = BUS_WAIT; 
        end
        default : next_state = IDLE;
    endcase
end
always_ff @(posedge clk_i or posedge rst_i) begin
    if (rst_i) begin
        addr_reg <= {ADDR_WIDTH{1'b0}};
        data_reg <= {DATA_WIDTH{1'b0}};
        we_reg <= 1'b0;
        sel_reg <= {SEL_WIDTH{1'b0}};
        stb_reg <= 1'b0;
        cyc_reg <= 1'b0;
        tag_add_reg <= 1'b0;
        data_received_reg <= {DATA_WIDTH{1'b0}};
        ack_reg <= 1'b0;
        cti_reg <= 3'b000;
        err_reg <= 1'b0;
    end else begin
        case (next_state)  
            IDLE: begin
                addr_reg <= {ADDR_WIDTH{1'b0}};
                data_reg <= {DATA_WIDTH{1'b0}};
                we_reg <= 1'b0;
                sel_reg <= {SEL_WIDTH{1'b0}};
                stb_reg <= 1'b0;
                cyc_reg <= 1'b0;
                ack_reg <= 1'b0;
                data_received_reg <= {DATA_WIDTH{1'b0}};
                tag_add_reg <= 1'b0;
                cti_reg <= 3'b000;
                err_reg <= 1'b0;
            end
            BUS_REQUEST: begin
                addr_reg <= addr_input;
                sel_reg <= sel_input;
                we_reg  <= write_enable; 
                stb_reg <= strobe;
                cyc_reg <= cyc_input;
                ack_reg <= ack_i; 
                err_reg <= err_i;
                cti_reg <= cti_input;
                tag_add_reg <= tag_add_i;
                if (write_enable) 
                    data_reg <= data_input;
                else if (!write_enable)
                    data_received_reg <= data_i;                    
            end
            BUS_WAIT: begin
                addr_reg <= {ADDR_WIDTH{1'b0}};
                data_reg <= {DATA_WIDTH{1'b0}};
                sel_reg <= {SEL_WIDTH{1'b0}};
                data_received_reg <= {DATA_WIDTH{1'b0}};
                stb_reg <= 1'b0;
                cyc_reg <= cyc_input;  
                we_reg <= we_reg;
                tag_add_reg <= 1'b0;
                ack_reg <= 1'b0;
                cti_reg <= 3'b000;
                err_reg <= 1'b0;
            end
        endcase
    end
end
endmodule
module wishbone_top #(
  parameter int ADDR_WIDTH = 5,
  parameter int DATA_WIDTH = 32,
  parameter int SEL_WIDTH  = DATA_WIDTH/8
)(
  input  logic clk_i,
  input  logic rst_i,
  input  logic [ADDR_WIDTH-1:0] addr_o,
  input  logic [DATA_WIDTH-1:0] data_o,
  input  logic we_o,
  input  logic stb_o,
  input  logic cyc_o,
  input  logic [SEL_WIDTH-1:0] sel_o,
  input  logic [2:0] cti_input,
  input logic tag_add,
  output logic ack_i,
  output logic err_i,
  output logic [DATA_WIDTH-1:0] data_i,
  output logic [1:0] state_out,
  output logic [ADDR_WIDTH-1:0] dbg_w_addr,
  output logic [DATA_WIDTH-1:0] dbg_w_data_m2s,
  output logic [DATA_WIDTH-1:0] dbg_w_data_s2m,
  output logic [ADDR_WIDTH-1:0] counter,
  output logic dbg_w_we,
  output logic dbg_tag_add,
  output logic [SEL_WIDTH-1:0] dbg_w_sel,
  output logic dbg_w_stb,
  output logic dbg_w_cyc,
  output logic dbg_w_ack,
  output logic dbg_w_err,
  output logic [2:0] dbg_cti
);
  logic [ADDR_WIDTH-1:0] w_addr;
  logic [DATA_WIDTH-1:0] w_data_m2s;
  logic [DATA_WIDTH-1:0] w_data_s2m;
  logic w_we;
  logic [SEL_WIDTH-1:0] w_sel;
  logic w_stb;
  logic w_cyc;
  logic tag_addd;
  logic w_ack;
  logic w_err;
  logic [2:0] cti;
  assign dbg_w_addr = w_addr;
  assign dbg_w_data_m2s = w_data_m2s;
  assign dbg_w_data_s2m = w_data_s2m;
  assign dbg_w_we = w_we;
  assign dbg_w_sel = w_sel;
  assign dbg_w_stb = w_stb;
  assign dbg_w_cyc = w_cyc;
  assign dbg_w_ack = w_ack;
  assign dbg_cti = cti;
  assign dbg_w_err = w_err;
  assign dbg_tag_add =tag_addd;
  master_wishbone #(
    .ADDR_WIDTH(ADDR_WIDTH),
    .DATA_WIDTH(DATA_WIDTH),
    .SEL_WIDTH(SEL_WIDTH)
  ) m1 (
    .clk_i(clk_i),
    .rst_i(rst_i),
    .addr_input(addr_o),
    .addr_o(w_addr),
    .data_input(data_o),
    .data_o(w_data_m2s),
    .write_enable(we_o),
    .we_o(w_we),
    .sel_input(sel_o),
    .sel_o(w_sel),
    .strobe(stb_o),
    .stb_o(w_stb),
    .cyc_input(cyc_o),
    .cyc_o(w_cyc),
    .cti_input(cti_input),
    .cti_o(cti),
    .tag_add_i(tag_add),
    .tag_add_out2s(tag_addd),
    .data_i(w_data_s2m),
    .data_received(data_i),
    .ack_i(w_ack),
    .acknowledgement(ack_i),
    .err_i(w_err),
    .error(err_i),
    .state_out(state_out)
  );
  slave_wishbone #(
    .ADDR_WIDTH(ADDR_WIDTH),
    .DATA_WIDTH(DATA_WIDTH),
    .SEL_WIDTH(SEL_WIDTH)
  ) s1 (
    .clk_i(clk_i),
    .rst_i(rst_i),
    .addr_i(w_addr),
    .data_i(w_data_m2s),
    .we_i(w_we),
    .sel_i(w_sel),
    .stb_i(w_stb),
    .cyc_i(w_cyc),
    .cti_i(cti),
    .tag_add_i(tag_addd),
    .ack_o(w_ack),
    .err_o(w_err),
    .data_o(w_data_s2m),
    .counter_out(counter)
  );
endmodule
==> run.sh <==
#!/bin/bash
# OpenROAD 26Q1-2900-gdf79404cd8, Yosys 0.63+post, stock flow scripts
make -C /OpenROAD-flow-scripts/flow DESIGN_CONFIG=/design/flow/config.mk WORK_HOME=/design/flow/orfs finish
==> config.mk <==
export PLATFORM = sky130hd
export DESIGN_NAME = wishbone_top
export DESIGN_NICKNAME = wishbone_top
export VERILOG_FILES = /design/flow/design.v
export SDC_FILE = /design/flow/constraint.sdc
export NUM_CORES = 4
export LEC_CHECK = 1
export CORE_UTILIZATION = 40
export SYNTH_HDL_FRONTEND = slang
==> constraint.sdc <==
current_design wishbone_top

set clk_period 30.9
set clk_io_pct 0.2

create_clock -name clk0 -period $clk_period [get_ports {clk_i}]

set non_clock_inputs [all_inputs -no_clocks]
set_input_delay [expr $clk_period * $clk_io_pct] -clock clk0 $non_clock_inputs
set_output_delay [expr $clk_period * $clk_io_pct] -clock clk0 [all_outputs]
==> results.json <==
{
  "cts_tree": "yes",
  "clk_latency_ns": 0.72,
  "leakagePower_nw": 19.3,
  "finalCritPeriodShare_pct": 31.7,
  "synth_warnings": 0,
  "track_usage_pct": 25.8,
  "clk_pin_slew_ns": 0.06,
  "numPortBuffers": 172,
  "initial_core_util_pct": 40.3,
  "edf_count": 1024,
  "ir_drop_v": 0.0000954,
  "fillCellCount": 10500,
  "rrSetupSlack_ns": 24.45,
  "grt_first_pass_wirelength_mm": 213,
  "power_frac_seq_pct": 33.5,
  "dp_hpwl_mm": 92.8,
  "async_flop_share_pct": 10.7,
  "die-area_um2": 122000,
  "grt_max_degree": 124,
  "rsz0062_at_grt": "false",
  "synthCells": 3768,
  "p_int_w": 0.00338,
  "fp-row-count": 127,
  "cap_violations": 0,
  "antenna_found_initial": 5,
  "cts_sinks": 1147,
  "min_path_type": "register to register",
  "syn_to_final_growth_pct": 14.7,
  "fin_area_um2": 55400,
  "cts_buffer_depth": 3,
  "synth_top_flop_cell": "edfxtp_1",
  "largest-register": "s1.mem",
  "post_dp_cell_area_um2": 51500,
  "power.switching_w": 0.00242,
  "diodes": 0,
  "setup_tns_ns": 0,
  "status": "finished clean",
  "cts_resized": 0,
  "syn-cell-area_um2": 48300,
  "vias": 31900,
  "warnings": 34,
  "logic_area_um2": 13100,
  "drive_gt1_share_pct": 8.08,
  "die_y_um": 349,
  "hold_buffers": 0,
  "power_density_nw_per_um2": 105,
  "drt_iter0_markers": 2296,
  "min_period_ns": 9.79,
  "worstSetupStartpointType": "input port",
  "grt-ovfl-total": 0,
  "postSynthSeqShare_pct": 70.1,
  "ys_cells": 3768,
  "max_freq_mhz": 102,
  "h-tree-depth": 3,
  "clock-root-buffer": "clkbuf_16",
  "required_ns": 31.23,
  "power_frac_clock_pct": 24.8,
  "numCtsBuffers": 116,
  "crit_path_end_kind": "register",
  "ant_nets": 0,
  "timing.critical_path.fanout_max": 13,
  "hold_viol": 0,
  "clock_skew_ns": 0.0229,
  "ys_area_um2": 48300,
  "grt_pass1_vias": 33100,
  "dieWidth_um": 349,
  "routedWlPerCell_um": 25.9,
  "crit_type": "input port to register",
  "wl_mm": 145,
  "firstDrtPassIters": 7,
  "viasPerCell": 5.69,
  "avgSynthCellArea_um2": 12.8,
  "ys.flops": 1147,
  "p_comb_share_pct": 41.7,
  "switching_share_pct": 41.7,
  "setup_viol": 0,
  "gp_congestion": 0.951,
  "largest_reg_flops": 1024,
  "maxSlewHeadroom_pct": 35.0,
  "drc": 0,
  "ys_types": 85,
  "core_area_um2": 120000,
  "cp.arrival_ns": 10.11,
  "worst_pin_slew_ns": 0.948,
  "drv_slew": 0,
  "io_pins": 173,
  "cts_setup_buffers": 0,
  "seq_area_um2": 33800
}
[cell usage after synthesis (all sizes together) (9+ instances only)]
cell / count / area [µm²]
mux2i: 25 / 250
ha: 40 / 500
nand2b: 14 / 87.6
nor3: 32 / 160
xor2: 15 / 131
nand4: 17 / 113
a32oi: 16 / 140
dfrtp: 123 / 3080
mux4: 12 / 270
a32o: 9 / 90.1
clkbuf: 91 / 342
edfxtp: 1024 / 30700
a2111oi: 9 / 80.1
a211oi: 63 / 478
o21ai: 52 / 275
and3: 113 / 707
a311oi: 117 / 1040
a22o: 69 / 604
xnor2: 18 / 158
a31oi: 65 / 413
o211ai: 10 / 75.1
inv: 22 / 82.6
a22oi: 20 / 150
nand2: 936 / 3540
buf: 160 / 1020
a21o: 10 / 75.1
nand3: 301 / 1510
a21oi: 81 / 424
nor2: 179 / 672
[power groups by stage]
stage	clock network (W)	registers, W	logic (W)
4_1_cts	0.00146	0.00195	0.00239
6_report	0.00144	0.00194	0.00242
5_1_grt	0.00151	0.00195	0.00262
[layer usage]
metal	track usage [%]	up-vias	wire length (µm)	part of all wire, %
met5	1.73	-	269	0.19
met4	7.14	14	5040	3.5
met3	18.8	279	24400	17
met2	37.0	1828	65100	45
met1	31.7	15400	50500	35
li1	-	14400	-	-
[worst max-delay path, stage by stage]
cell	delay, ns
clkdlybuf4s50_1	0.51
nor3b_1	0.24
buf_4	0.18
nand3_1	0.14
a211oi_2	0.36
buf_4	0.28
mux2i_1	0.81
nand2_1	0.68
nor2_1	0.73
[worst paths after layout]
| check | depth (start not counted) | startpoint | end |
|---|---|---|---|
| max | 9 | rst_i | s1.mem[29][24] |
| min | 1 | m1.data_received[15] | m1.data_received[15] |
| max reg2reg | 14 | m1.addr_o[0] | s1.data_o[20] |
| min reg2reg | 1 | m1.data_received[15] | m1.data_received[15] |
| max in group asynchronous | 3 | rst_i | m1.data_o[20] |
| min in group asynchronous | 2 | rst_i | m1.error |
[per-stage QoR]
step / hold WS (ns) / power, W / setup WS (ns) / std cells / utilization (%)
global placement: 0.488 / 0.00435 / 20.48 / 5392 / 42.9
CTS: 0.507 / 0.00579 / 21.18 / 5609 / 46.2
floorplan: 0.449 / 0.00340 / 21.45 / 3768 / -
finish: 0.499 / 0.00580 / 21.11 / 5609 / 46.2
detailed placement: 0.492 / 0.00436 / 20.43 / 5392 / 42.9
global route: 0.515 / 0.00607 / 20.95 / 5609 / 46.2
[logic make-up (layout without fill, tap and decap cells)]
logic type,after synthesis,count (layout),synth area share [%]
flops,1147,1147,70.1
xor+xnor,33,33,0.599
mux,39,39,1.13
buf+inv,273,502,3.00
compound gates,599,599,9.37
simple gates,1635,1635,14.7
fa+ha+maj,42,42,1.12
[layout make-up]
class / count / share of cell area [%]
inverters: 22 / 0.158
flip-flops and latches: 1147 / 61.1
multi-input cells: 2348 / 23.6
well taps: 1612 / 3.64
clock inverters: 71 / 1.55
repair buffers: 263 / 4.41
clock buffers: 146 / 5.52
[placed cells by master (no fill, tap or decap), types with 25 or more instances in the layout]
cell / n
a211oi_1: 62
a21oi_1: 76
a22o_1: 69
a311oi_1: 114
a31oi_1: 63
and3_1: 112
buf_4: 88
clkbuf_1: 27
clkbuf_16: 117
clkdlybuf4s50_1: 172
dfrtp_1: 123
edfxtp_1: 1024
ha_1: 40
mux2i_1: 25
nand2_1: 930
nand3_1: 301
nor2_1: 179
nor3_1: 32
o21ai_0: 37
Power figures rest on the tool's default switching activity, not on a simulated workload.
