$ cat design/flow/config.mk
export PLATFORM = sky130hd
export DESIGN_NAME = wishbone_slave
export DESIGN_NICKNAME = wishbone_slave
export VERILOG_FILES = /design/flow/design.v
export SDC_FILE = /design/flow/constraint.sdc
export NUM_CORES = 4
export LEC_CHECK = 1
export CORE_UTILIZATION = 40
export SYNTH_HDL_FRONTEND = slang
$ cat design/flow/constraint.sdc
current_design wishbone_slave

set clk_period 50.9
set clk_io_pct 0.2

create_clock -name clk0 -period $clk_period [get_ports {clk_i}]

set non_clock_inputs [all_inputs -no_clocks]
set_input_delay [expr $clk_period * $clk_io_pct] -clock clk0 $non_clock_inputs
set_output_delay [expr $clk_period * $clk_io_pct] -clock clk0 [all_outputs]
$ cat design/flow/design.v
module wishbone_slave #(
parameter int ADDR_WIDTH = 5,
parameter int DATA_WIDTH = 32,
parameter int SEL_WIDTH  = DATA_WIDTH/8
)(
input  logic rst_i,
input  logic clk_i,
input  logic [ADDR_WIDTH-1:0] addr_i,
input  logic [DATA_WIDTH-1:0] data_i,
input  logic we_i,
input  logic [SEL_WIDTH-1:0] sel_i,
input  logic stb_i,
input  logic cyc_i,
input  logic [2:0] cti_i,
input logic tag_add_i,
output logic ack_o,
output logic err_o,
output logic [DATA_WIDTH-1:0] data_o,
output logic [ADDR_WIDTH-1:0] counter_out);
logic [DATA_WIDTH-1:0] mem [0:(2**ADDR_WIDTH)-1];
logic [ADDR_WIDTH-1:0] counter ;
assign counter_out = counter;
always_ff @(posedge clk_i or posedge rst_i) begin
    if (rst_i) begin
        ack_o   <= 1'b0;
        err_o   <= 1'b0;
        data_o  <= {DATA_WIDTH{1'b0}};
        counter <= {ADDR_WIDTH{1'b0}};
    end 
    else begin
         if (!cyc_i && !stb_i) begin
            counter <= {ADDR_WIDTH{1'b0}};
        end
        else if (stb_i & cyc_i & we_i) begin
            if (cti_i == 3'b001 | cti_i == 3'b000) begin
                if ((addr_i + counter) > 15) begin
                err_o <= 1'b1;
                ack_o <= 1'b0;
                end             
                else begin
                    for (int i = 0; i < SEL_WIDTH; i++) begin
                        if (sel_i[i] == 1'b1) begin
                            mem[addr_i][(i+1)*(DATA_WIDTH/SEL_WIDTH)-1 -: (DATA_WIDTH/SEL_WIDTH)] <= data_i[(i+1)*(DATA_WIDTH/SEL_WIDTH)-1 -: (DATA_WIDTH/SEL_WIDTH)];
                        end
                    end
                ack_o <= ( stb_i & cyc_i) ;
                err_o <= 1'b0;
                data_o <= {DATA_WIDTH{1'b0}};
                end 
            end
            else if (cti_i == 3'b010) begin
                if ((addr_i + counter) > 15) begin
                err_o <= 1'b1;
                ack_o <= 1'b0;
                counter <= counter + 1;
                end 
                else begin
                    counter <= counter + 1;
                    for (int i = 0; i < SEL_WIDTH; i++) begin
                        if (sel_i[i] == 1'b1) begin
                            mem[addr_i + counter][(i+1)*(DATA_WIDTH/SEL_WIDTH)-1 -: (DATA_WIDTH/SEL_WIDTH)] <= data_i[(i+1)*(DATA_WIDTH/SEL_WIDTH)-1 -: (DATA_WIDTH/SEL_WIDTH)];
                        end
                    end
                    ack_o <= ( stb_i & cyc_i) ;
                    err_o <= 1'b0;
                    data_o <= {DATA_WIDTH{1'b0}};
                end
            end
        end 
        else if (stb_i & cyc_i & !we_i) begin
            if(tag_add_i) begin
                ack_o <= ( stb_i & cyc_i) ;
                err_o <= 1'b0;
                data_o <= mem[0] + mem[1];
            end
            else if (cti_i == 3'b001 | cti_i == 3'b000) begin
                if ((addr_i + counter) > 15) begin
                err_o <= 1'b1;
                ack_o <= 1'b0;
                end             
                else begin
                data_o <= {DATA_WIDTH{1'b0}};
                    for (int i = 0; i < SEL_WIDTH; i++) begin
                        if (sel_i[i] == 1'b1) begin
                        data_o[(i+1)*(DATA_WIDTH/SEL_WIDTH)-1 -: (DATA_WIDTH/SEL_WIDTH)] <= mem[addr_i][(i+1)*(DATA_WIDTH/SEL_WIDTH)-1 -: (DATA_WIDTH/SEL_WIDTH)];                         
                        end
                    end
                ack_o <= ( stb_i & cyc_i) ;
                err_o <= 1'b0;
                end 
            end 
            else if (cti_i == 3'b010) begin
                if ((addr_i + counter) > 15) begin
                    err_o <= 1'b1;
                    ack_o <= 1'b0;   
                    data_o <= {DATA_WIDTH{1'b0}};
                    counter <= counter + 1;
                end 
                else begin
                    counter <= counter + 1;
                    for (int i = 0; i < SEL_WIDTH; i++) begin
                            if (sel_i[i]) begin
                                data_o[(i+1)*(DATA_WIDTH/SEL_WIDTH)-1 -: (DATA_WIDTH/SEL_WIDTH)] <= mem[addr_i + counter][(i+1)*(DATA_WIDTH/SEL_WIDTH)-1 -: (DATA_WIDTH/SEL_WIDTH)];
                            end
                    end
                    ack_o <= ( stb_i & cyc_i) ;
                    err_o <= 1'b0;                
                end
            end 
        end
        else begin
            ack_o <= 1'b0;
            err_o <= 1'b0;                
            data_o <= {DATA_WIDTH{1'b0}};
        end
    end
end
endmodule
$ cat design/flow/run.sh
#!/bin/bash
# OpenROAD 26Q1-2900-gdf79404cd8, Yosys 0.63+post, stock flow scripts
make -C /OpenROAD-flow-scripts/flow DESIGN_CONFIG=/design/flow/config.mk WORK_HOME=/design/flow/orfs finish
==> run summary <==
Implementation progress

Together, buffers and inverters on the worst path number 4. The total clock sinks stands at 1063. The summed instance area of the synthesized netlist stands at 0.0449 mm^2. The startpoint identified for the worst hold timing path is data_o[31]. The synthesized netlist was found by Yosys to have 3660 cells. The die is 337 um wide. The final wirelength stands at 130 mm. The synthesized design spends more area on one cell type than any other, namely edfxtp_1. Note that the worst hold path type here is flip-flop to flip-flop. In the synthesis report, Yosys lists the chip area as 0.0449 mm^2. The first global-routing pass estimated 192 mm of wire.

The worst-case IR drop observed on VDD is 28.5 uV. Using the TritonRoute via totals, the vias-per-cell ratio works out to 5.56. The buffer levels on the longest clock path stands at 3.

Counting instances, the worst hold path has a depth of 2. The run finished with clean final reports. The H-tree was split into 3 levels. In the post-synthesis netlist, the biggest area contributors are edfxtp_1 (69%), nand2_1 (9.2%), nand3_1 (4.5%), a311oi_1 (3.7%), dfrtp_1 (2.2%). The number of cells on the worst reg-to-reg path stands at 14. Timing would allow up to 0.0652 GHz.

TritonCTS created 109 clock buffers. The post-CTS resize count stands at 0. The routed length on met1 stands at 46.8 mm.

The floorplan step defined a core boundary enclosing 0.111 mm^2. Across all register-to-register paths, the minimum setup slack is 45.20 ns. Per the OpenROAD floorplan log, the height of the die is 337 um. TritonCTS built the clock tree. The area taken by multi-input combinational cells is reported as 0.0121 mm^2. The floorplan step records an initial core utilization of 0.404. The clock slew at the register clock pins of the worst setup and hold paths stands at 0.06 ns. The via count of the first global-routing pass is 29900. The count of pins over their slew limit stands at 0.

The total number of vias stands at 29700. Summed over all nets, wire length on met2 after detailed routing comes to 57.4 mm. The share of synthesized area in the top cell type comes to 0.685. The power density of the placed cells stands at 38.1 mW/mm^2. The number of I/O pins stands at 89. In this run the full chip footprint comes out at 0.114 mm^2.

The number of violations reported at the end of detailed-routing iteration 0 stands at 2148. The count of library flops with an enable pin stands at 1024. Looking at the gate-level netlist, the highest instance count belongs to nand2_1.

The storage element area stands at 0.0317 mm^2. After detailed routing, the average wire length per cell comes to 24.3 um. Looking at the reg2reg group, the worst path starts from counter_out[0]. Entering global routing, the biggest net connects 146 pins. The clock insertion delay at the later pin of the skew report stands at 0.70 ns. The half-perimeter wire length after detailed placement stands at 79.8 mm. A synthesized cell averages 12.3 um^2. The script parses the final routing iteration and logs DRC violations as 0. The report lists the number of standard-cell rows as 122.

Counting the fill cells in the layout gives 9657. In the synthesized netlist the dominant register cell turns out to be edfxtp_1. Warnings reported by Yosys during synthesis add up to 0. The data required time reported for the critical path is 51.52 ns. Detailed placement reports a standard cell area of 0.0476 mm^2. Listed in order, past its start point the critical path passes clkdlybuf4s50_1, ha_1, fa_1, o21ai_0, nand2_4, buf_4, buf_4, buf_12, nand2_1, and3_1, a311oi_1, a311oi_1, nor4_1, a211o_1, a211o_1. The tally of max-capacitance violations stands at 0.

The final timing report counts setup violations totalling 0. Summing all non-filler instances in the final layout gives an area of 0.0513 mm^2. Setup repair after global routing left no endpoint under its margin.

On the critical path, the stage with the largest delay is an instance of nand2_4. After layout, the setup clock skew is reported as 0.0315 ns. Synthesis produced a netlist whose cell count is 3660.

Hold analysis lists the worst path endpoint as data_o[31]. The arrival time of data at the worst endpoint is listed as 15.96 ns. Summing over the stages, the warning tally comes to 32. The transition time at the pin with the least slew margin stands at 1.02 ns. STA classifies the critical path endpoint as a flip-flop. The peak fanout along the critical path stands at 145.

Per the GRT congestion report, total overflow comes to 0. The number of port buffers stands at 88. In this run the static leakage power is 17.6 nW.

In the synthesized netlist, the cells that appear most often are nand2_1 (1100), edfxtp_1 (1024), nand3_1 (403). The layout summary lists the proportion of cells stronger than drive strength 1 as 0.0830. For this run, asynchronously set or reset flops after synthesis account for 0.0367. The area growth from synthesis to final layout stands at 14.3%. The total design power stands at 1.96 mW. For reference, the most critical setup path is categorized as primary input to flip-flop. The post-CTS setup buffer count stands at 0.

In this run the critical register-to-register path is captured at data_o[29]. The global placer's final weighted congestion stands at 0.947. The worst setup path is launched from a primary input. Overall routing resource usage recorded by global route was 0.249. The remaining number of nets flagged by the antenna check after routing stands at 0. The detailed router reports a met3 wire length of 22.2 mm.

The initial antenna violation count is 8. In the final timing run, aggregate negative setup slack is 0 ns. The minimum period implied by the final worst setup slack stands at 15.35 ns. The post-CTS hold buffer count recorded in the log is 0. The utilization of the core after routing stands at 0.462. In this design, the largest share of critical-path delay is due to buffers and inverters.

The highest metal layer carrying signal wires in the routed design is met5. The share of the cycle needed by the critical path after routing stands at 0.302. The final timing report lists a hold violation count of 0. Per the CTS log, the root buffer master is clkbuf_16.

The relative slew slack stands at 0.319. Per Yosys stat, the portion of area used by sequential elements is 0.707. The gate-level netlist out of Yosys references 66 unique cell types. In the log, the iteration count for the first detailed-route pass is 6.

In this run, synthesis produced a sequential element count of 1063. The critical path's largest stage delay stands at 0.63 ns. The final worst hold slack stands at 0.498 ns.
## metrics by stage
stage / setup slack, ns / cells
CTS: 35.70 / 5331
finish: 35.55 / 5342
detailed placement: 35.02 / 5129
global route: 35.19 / 5331
global placement: 35.07 / 5129
floorplan: 37.65 / 3660
## flip-flops by register name, summed over array words and instances, names as in the netlist
signal / flops
mem: 1024
data_o: 32
counter_out: 5
ack_o: 1
err_o: 1
## logic make-up after synthesis
group	synth area share
AOI/OAI and AO/OA	0.0715
xor gates and xnor gates	0.00624
buffers and inverters	0.0263
DFF	0.707
and+or+nand+nor	0.175
muxes	0.00293
adders and majority gates	0.0112
## worst max path at each step
stage	from	to	slack [ns]	depth (start not counted)
6_report	addr_i[0]	data_o[29]	35.55	15
4_1_cts	addr_i[0]	data_o[29]	35.70	15
5_1_grt	addr_i[0]	data_o[29]	35.19	15
## power by group
group | internal, mW | leakage (nW) | total [mW] | switching [mW]
combinational | 0.0488 | 6.05 | 0.175 | 0.126
sequential | 0.960 | 9.74 | 0.962 | 0.00198
clock | 0.485 | 1.78 | 0.819 | 0.334
## cell type report
cell class | count | area share
clock buffers | 134 | 0.0556
multi-input cells | 2350 | 0.235
well taps | 1488 | 0.0363
clock inverters | 68 | 0.0165
inverters | 8 | 0.000585
diodes | 11 | 0.000537
repair buffers | 220 | 0.0370
flip-flops and latches | 1063 | 0.618
## metal layers
metal,track usage,vias to the layer above
met2,0.349,1606
met3,0.185,194
met1,0.321,14200
li1,-,13700
met4,0.0568,16
met5,0.0119,-
## layout by cell type, fill, tap and decap left out, types with 9 or more instances in the layout
master / count
nand2_1: 1099
edfxtp_1: 1024
nand3_1: 403
a311oi_1: 191
nor2_1: 155
buf_4: 130
clkbuf_16: 110
and3_1: 97
clkdlybuf4s50_1: 88
a21oi_1: 61
o21ai_0: 42
dfrtp_1: 39
ha_1: 37
nor3_1: 36
a31oi_1: 28
clkbuf_1: 23
clkinv_2: 20
a22oi_1: 19
bufinv_16: 17
clkinv_1: 17
xor2_1: 16
xnor2_1: 16
o211ai_1: 14
a21o_1: 13
a211oi_1: 12
diode_2: 11
nor3b_1: 9
clkinvlp_4: 9
## worst register-to-register path: stages, from the launching register on
cell	delay, ns
dfrtp_1	0.45
ha_1	0.24
fa_1	0.59
o21ai_0	0.27
nand2_4	0.63
buf_4	0.61
buf_4	0.61
buf_12	0.61
nand2_1	0.11
and3_1	0.20
a311oi_1	0.25
a311oi_1	0.17
nor4_1	0.61
a211o_1	0.18
a211o_1	0.09
Power figures rest on the tool's default switching activity, not on a simulated workload.
